### /design/flow/config.mk
export PLATFORM = sky130hd
export DESIGN_NAME = clock_divider
export DESIGN_NICKNAME = clock_divider
export VERILOG_FILES = /design/flow/design.v
export SDC_FILE = /design/flow/constraint.sdc
export NUM_CORES = 4
export LEC_CHECK = 1
export CORE_AREA = 10 10 86 86
export DIE_AREA = 0 0 96 96
### /design/flow/constraint.sdc
current_design clock_divider

set clk_period 2.8
set clk_io_pct 0.2

create_clock -name clk0 -period $clk_period [get_ports {clk_in}]

set non_clock_inputs [all_inputs -no_clocks]
set_input_delay [expr $clk_period * $clk_io_pct] -clock clk0 $non_clock_inputs
set_output_delay [expr $clk_period * $clk_io_pct] -clock clk0 [all_outputs]
### /design/flow/design.v
module decodificador_pt2272 (
    input clk,               
    input reset,             
    input [7:0] A,           
    input cod_i,             
    output logic [3:0] D,    
    output logic dv          
);
    logic [11:0] pacote;           
    logic [7:0] A_01;              
    logic [7:0] A_F;               
    logic [3:0] estado;            
    comp_endereco comp_inst (
        .A(A),                     
        .A_01(A_01),               
        .A_F(A_F)                  
    );
    always_ff @(posedge clk or posedge reset) begin
        if (reset) begin
            estado <= 0;           
            D <= 0;                
            dv <= 0;               
        end else begin
            case (estado)
                0: begin
                    if (cod_i) begin
                        pacote <= {pacote[10:0], cod_i};  
                        if (pacote[3:0] == 4'b0000)       
                            estado <= 1;                  
                    end
                end
                1: begin
                    if (pacote[11:4] == {A_F, A_01}) begin  
                        D <= pacote[3:0];                   
                        dv <= 1;                            
                        estado <= 0;                        
                    end
                end
            endcase
        end
    end
endmodule
module clock_divider #(parameter DIV = 250) (
    input logic clk_in,           
    input logic reset,            
    output logic clk_out          
);
    logic [15:0] count;           
    always_ff @(posedge clk_in or posedge reset) begin
        if (reset) begin
            count <= 0;           
            clk_out <= 0;         
        end else begin
            if (count == DIV - 1) begin
                count <= 0;       
                clk_out <= ~clk_out;  
            end else begin
                count <= count + 1;  
            end
        end
    end
endmodule
### /design/flow/run.sh
#!/bin/bash
# OpenROAD 26Q1-2900-gdf79404cd8, Yosys 0.63+post, stock flow scripts
make -C /OpenROAD-flow-scripts/flow DESIGN_CONFIG=/design/flow/config.mk WORK_HOME=/design/flow/orfs finish
==> notes.md <==
yosys + openroad results -> Adder Area Share=3.16%, Max Cap Viol=0, diodes inserted=0, Hold WS=0.471 ns, Root Buffer=clkbuf_8, Post-CTS Setup Repair Bufs=0, initial antenna violation count=0, type of origin of the critical path=register, CP Max Fanout=2, Reg clk slew, reported paths=0.06 ns, Finished Cell Area=935 µm², cycle use final=58.3%, status=completed, RSZ-0062 raised after global routing=no, LEAKAGE=0.412 nW, # H-tree levels=1, CTS Buf Count=3, clock sinks=17, CP Buf/Inv Count=1, CTS tree=yes, Via-to-Cell Ratio=3.46, M3 GR Usage=1.42%, number of cells in Yosys stat=73, gpl congestion=0.772, Post-Synth AOI/OAI Area=3.16%, RR Startpoint=count[1], Hold Crit Start=clk_out, core area=5540 µm², Max rail drop VDD=0.333 mV, power per cell area=459 nW/µm², clock latency (worst-skew pair)=0.25 ns, r2r endpoint=count[7], min cycle time layout=1.63 ns, DR vias=519, FP Rows=27, Post-Synth Simple-Gate Area=23.7%, CTS resizes=0, pin count of the biggest net entering global routing=18, M1 GR Usage=4.45%, Crit Path Class=register to primary output, Rel. slew slack=57.5%, Slowest-stage cell, CP=clkdlybuf4s50_1, skew final=0.00174 ns, endpoints failing hold=0, critical path's top delay family=buffers and inverters, Mux cell area share=0%, final global-route overflow total=0, Hold WC Path Type=register to register, synthesized area=791 µm², Hold Path End=clk_out, Log Warnings=26, syn_area_per_cell=10.8 µm², final setup fails=0, synth-to-layout area growth=18.2%, first-pass GRT wire length=2420 µm, wire per inst=8.62 µm, post-synthesis sequential area ratio=53.8%, worst-case clock buffer depth=2, Inst Count DP=146, Hold Buf Count CTS=0, dominant kind of combinational cell=simple AND/OR/NAND/NOR gates, total power draw=0.429 mW, First DRT Iteration DRCs=37, R2R cell count=6, Fmax achieved=613 MHz, Worst-Margin Slew=0.636 ns, CP max stage delay=0.47 ns, ys flops=17, FP Util=14.3%, all-layer global routing usage=3.19%, xor+xnor area frac=13.3%, grt met2 use=4.48%, Critical Path RT=2.24 ns, IO Pins=3, Gate Count Post-Synth=73, drt first pass iters=4, final non-filler cell total=150, post-DP HPWL=906 µm, vias in the first global route=515, Critical Path AT=1.07 ns, Syn. warnings=1, antenna-violating nets left=0, Detailed Route WL=1290 µm, die area=9220 µm², worst hold stages=1, reg-to-reg setup timing slack=1.28 ns, Crit. End Element=primary output, DRC=0, CP Cell Sequence=clkdlybuf4s50_1, layout cells sized above 1=7.69%, Yosys chip area=791 µm², Die H=96 µm, Synth cell types=22, Max Slew Vio Count=0, IO Port Bufs=2, Most Crowded Layer GR=met2, dpl cell area=890 µm², setup TNS=0 ns, Chip Width=96 µm
==> Yosys cell counts (all sizes together) <==
| cell type | instances | area, µm² |
|---|---|---|
| nor2 | 9 | 33.8 |
| nand4 | 2 | 12.5 |
| nand2b | 1 | 13.8 |
| nor4 | 2 | 18.8 |
| ha | 2 | 25.0 |
| inv | 3 | 11.3 |
| nor4b | 1 | 8.76 |
| and4 | 2 | 20.0 |
| nand3 | 5 | 25.0 |
| or3 | 2 | 12.5 |
| nor3b | 1 | 7.51 |
| xor2 | 7 | 61.3 |
| dfrtp | 17 | 425 |
| nand2 | 6 | 22.5 |
| buf | 1 | 11.3 |
| a21oi | 2 | 10.0 |
| xnor2 | 5 | 43.8 |
| o21ai | 3 | 15.0 |
| nand3b | 1 | 7.51 |
| nor3 | 1 | 5.00 |
==> power by group <==
part           total [mW]  switching (mW)  internal, mW
Combinational     0.00608         0.00477       0.00131
Clock               0.177          0.0761         0.101
Sequential          0.246               0         0.246
==> registers in the layout (all words and copies together) (netlist names) <==
signal and cells:
count 16, clk_out 1
==> placed cells by master (no fill, tap or decap), types with 3 or more instances in the layout <==
cell type,Yosys,layout
xnor2_1,5,5
nand2_1,6,6
nand3_1,5,5
nor2_1,9,9
clkbuf_8,0,3
dfrtp_1,17,17
inv_1,3,3
xor2_1,7,7
o21ai_0,3,3
==> area by class of cell <==
class,count,area (µm²)
clock buffers,4,45.0
well taps,72,90.1
multi-input cells,52,343
fillers,625,4610
flip-flops and latches,17,425
repair buffers,2,20.0
inverters,3,11.3
==> cell families after synthesis <==
logic type | Yosys count
simple gates | 33
buf+inv | 4
fa+ha+maj | 2
compound gates | 5
xor+xnor | 12
flops | 17
==> worst reg2reg max path: stages (launching register included) <==
cell	delay (ns)
dfrtp_1	0.40
inv_1	0.06
ha_1	0.12
nor3b_1	0.17
and4_1	0.41
nand3b_1	0.15
o21ai_0	0.08
==> through the flow <==
step / utilization [%] / setup WS [ns]
floorplan: - / 1.50
global placement: 16.1 / 1.28
detailed placement: 16.1 / 1.29
CTS: 16.9 / 1.14
global route: 16.9 / 1.10
finish: 16.9 / 1.17
==> worst max path at each step <==
| stage | startpoint | to | slack, ns | cells past startpoint |
|---|---|---|---|---|
| 5_1_grt | count[1] | count[7] | 1.10 | 6 |
| 6_report | clk_out | clk_out | 1.17 | 1 |
| 4_1_cts | clk_out | clk_out | 1.14 | 1 |
==> metal layers <==
layer / wire, µm / vias up
met5: 0 / -
met4: 21 / 0
met3: 105 / 2
met2: 520 / 14
met1: 645 / 246
li1: - / 257
Power and IR drop assume default switching activity.
